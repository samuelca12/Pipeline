==> design/flow/design.v <==
module mux2_1 (
    input logic select,
    input logic [W-1:0] entrada1,
    input logic [W-1:0] entrada2,
    output logic [W-1:0] salida_mux
);
parameter W=32;
always_comb begin
    case(select)
        1'b0: salida_mux=entrada1;
        1'b1: salida_mux=entrada2;
    endcase
end
endmodule
==> design/flow/run.sh <==
#!/bin/bash
# OpenROAD 26Q1-2900-gdf79404cd8, Yosys 0.63+post, stock flow scripts
make -C /OpenROAD-flow-scripts/flow DESIGN_CONFIG=/design/flow/config.mk WORK_HOME=/design/flow/orfs finish
==> design/flow/constraint.sdc <==
current_design mux2_1

set clk_period 1.0
set clk_io_pct 0.2

create_clock -name clk0 -period $clk_period

set non_clock_inputs [all_inputs -no_clocks]
set_input_delay [expr $clk_period * $clk_io_pct] -clock clk0 $non_clock_inputs
set_output_delay [expr $clk_period * $clk_io_pct] -clock clk0 [all_outputs]
==> design/flow/config.mk <==
export PLATFORM = sky130hd
export DESIGN_NAME = mux2_1
export DESIGN_NICKNAME = mux2_1
export VERILOG_FILES = /design/flow/design.v
export SDC_FILE = /design/flow/constraint.sdc
export NUM_CORES = 4
export LEC_CHECK = 1
export CORE_AREA = 10 10 70 70
export DIE_AREA = 0 0 80 80
==> run notes <==
Flow results are below.

- The final-report setup violation count is 32, for reference.
- The type recorded for the worst min-delay path is input pin to output pin.
- Detailed placement reports a standard cell area of 1540 um^2.
- Per the synthesis report, the dominant area consumer among library cells is sky130_fd_sc_hd__mux2_4.
- The endpoint required time on the critical path is 0.80 ns, for reference.
- Based on the critical path, the design can be clocked at up to 851 MHz.
- The combined area of all synthesized cells is 544 um^2, for reference.
- The share of total power consumed by net switching is 21.3%, for reference.
- With fillers left out, the area of the finished cells amounts to 1700 um^2.
- The number of antenna repair diodes is 0, for reference.
- The area fraction of the largest cell type after synthesis is 82.8%.
- Of the cells placed in the final design, the portion with a size suffix greater than 1 is 56.2%.
- For this run, the detailed router's first-pass iteration total came to 2.
- After its last routability iteration, the placer logged a weighted congestion of 0.760.
- STA shows the worst min-delay path finishing at salida_mux[24].
- The per-cell via count in the routed design is 3.80, for reference.
- The estimated wirelength of the detail-placed design is 2.40 mm, for reference.
- During I/O placement, the number of pins put on the boundary was 97.
- Per the GRT congestion report, total overflow comes to 0.
- The hold buffer count at cts is 0, for reference.
- Prior to clock tree synthesis, the placed netlist has a worst setup slack of -0.497 ns.
- The most instantiated logic cell after routing is sky130_fd_sc_hd__dlygate4sd2_1, for reference.
- Per the detail_route report, DRC violations left total 0.
- The flow ran to the end, but the final reports show violations.
- The sort of element at the end of the critical path is an output pin, for reference.
- The power report puts the leakage power at 0.000990 uW.
- In this run, flip-flops and latches consume 0% of the power.
- Port buffering added 97 buffers.
- The final layout contains routed wiring with a total length of 2.85 mm.
- The area of all sequential standard cells is 0 um^2, for reference.
- The final timing report derives a shortest allowable period of 1.18 ns.
- Counting both buffers and inverters, the worst setup path holds a total of 4.
- The total power density per cell area is 389 nW/um^2, for reference.
- The max-capacitance violation count is 0, for reference.
- The share of the clock period used by the worst path is 118%, for reference.
- The area added between synthesis and finish is 212%, for reference.
- The worst setup path is launched from an input pin.
- The finished layout reports a core utilization of 49.7%.
- The maximum fanout along the worst path is 7, for reference.
- The total global routing track utilization is 7.87%, for reference.
- The stage delay of the slowest cell on the critical path is 0.30 ns, for reference.
- Along the worst hold path, the cell count comes to 3.
- The checks that failed: setup timing.
- The area enclosed by the die boundary is 6400 um^2, for reference.
- Yosys reports a chip area of 544 um^2.
- Hold-check failures listed in the final report amount to 0.
- The startpoint of the tightest hold check path is entrada1[24], for reference.
- The cell sequence reported for the critical path is buf_12 > buf_12 > buf_8 > mux2_4 > buf_6.
- The first global-routing pass estimated 4.15 mm of wire.
- Per Yosys stat, the portion of area used by sequential elements is 0%.
- The netlist uses 4 different library cells.
- Synthesis handed over a netlist of 36 instances.
- In this run the standard cell core region covers 3420 um^2.
- In this run, the clock network consumes 0% of the power.
- The share of total power in combinational logic is 100.0%, for reference.
- The initial antenna violation count is 0, for reference.
- For this configuration, the core starts out at a cell density of 15.9%.
- After synthesis, the mean cell area works out to 15.1 um^2.
- Per the STA report, the cell with the highest stage delay on the worst path is sky130_fd_sc_hd__mux2_4.
- The layout clock buffer count is 0, for reference.
- Row generation in the floorplan step produced 21 rows.
- By instance count after routing, the leading logic cell types are sky130_fd_sc_hd__dlygate4sd2_1 (40), sky130_fd_sc_hd__mux2_4 (32), sky130_fd_sc_hd__buf_6 (29).
- The detailed-route via count is 730, for reference.
- The wire length per cell after detailed routing is 14.8 um, for reference.
- Warnings reported by Yosys during synthesis add up to 1.
- The type of the setup path with the least slack is input pin to output pin, for reference.
- Yosys stat counts 36 cells in the synthesized netlist.
- The final max-slew violation count recorded for this run is 0.
- The tool warning count for the run is 34.
- The arrival time of data at the critical path endpoint is 0.98 ns, for reference.
- Entering global routing, the biggest net connects 8 pins.
- The tightest slew margin relative to the limit is 95.9%, for reference.
- The analysis attributes to net switching a power of 141 uW.
- The worst-case vdd ir drop is 0.173 mV, for reference.
- The horizontal die dimension is 80 um, for reference.
- The power report lists cell-internal power as 519 uW.
- The post-route worst setup slack is -0.175 ns, for reference.
- Sorting the synthesized cells by area gives the leading types as sky130_fd_sc_hd__mux2_4 (83%), sky130_fd_sc_hd__buf_12 (11%), sky130_fd_sc_hd__mux2_2 (4.1%).
- The die is 80 um tall.
- Grouping stages by cell kind, the critical path spends the most delay in buffers and inverters.
- The slew at the pin closest to its max-slew limit is 0.0611 ns, for reference.
- The via count of the first global-routing pass came to 824.
- Setup repair after global routing could not meet its margin everywhere.
- The cell repeated most along the worst path is sky130_fd_sc_hd__buf_12, for reference.
- There are 0 flip-flops and latches.
- Nets still carrying antenna violations after routing amount to 0.
- The iteration-0 DRC count of the detailed router is 4, for reference.
[layer usage]
| layer | up-vias | wire length (um) | global-route usage, % |
|---|---|---|---|
| met1 | 317 | 1140 | 8.97 |
| met5 | - | 0 | 0 |
| met4 | 0 | 0 | 0 |
| li1 | 362 | - | - |
| met3 | 0 | 313 | 3.07 |
| met2 | 51 | 1390 | 14.3 |
[synthesized netlist by cell type]
| master | count |
|---|---|
| sky130_fd_sc_hd__mux2_4 | 30 |
| sky130_fd_sc_hd__mux2_2 | 2 |
| sky130_fd_sc_hd__buf_12 | 3 |
| sky130_fd_sc_hd__buf_6 | 1 |
[per-stage QoR]
stage	total power (uW)	hold slack, ns	cells	TNS [ns]
floorplan	206	0.498	36	0
global placement	654	1.33	177	-15.25
detailed placement	655	1.33	177	-15.27
CTS	644	0.800	192	-5.20
global route	706	0.714	192	-5.62
finish	660	0.694	192	-5.03
[worst max path at each step]
stage	start	end	slack (ns)	depth (start not counted)
CTS	select	salida_mux[0]	-0.18	5
global route	select	salida_mux[31]	-0.19	5
finish	select	salida_mux[31]	-0.18	5
[area by class of cell]
| class | count | area (um^2) |
|---|---|---|
| multi-input cells | 32 | 480 |
| repair buffers | 114 | 1160 |
| well taps | 46 | 57.6 |
| fillers | 327 | 1720 |
[logic make-up (layout without fill, tap and decap cells)]
family	count (synthesis)	in the layout	synth area share, %
muxes	32	32	86.9
buffers and inverters	4	114	13.1
[what timing repair did]
item | in CTS | in global routing
gates resized | 170 | 23
endpoints found under the setup margin | 32 | 32
cloned | 1 | 0
buffers inserted | 14 | 0
[power groups by stage]
stage / Sequential (uW) / Combinational, uW / Clock [uW]
after CTS: 0 / 644 / 0
after global routing: 0 / 706 / 0
final: 0 / 660 / 0
[tightest hold or removal path: stages]
cell	delay (ns)
sky130_fd_sc_hd__dlymetal6s2s_1	0.08
sky130_fd_sc_hd__mux2_4	0.13
sky130_fd_sc_hd__buf_2	0.08
No activity file was given, so power comes from the tool's default toggle rates.
