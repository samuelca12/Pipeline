### /design/flow/design.v
module imm_gen #(parameter DATA_WIDTH=32)(
    input [DATA_WIDTH-1:0] inst,
    output logic [DATA_WIDTH-1:0] immediate_gen
);
logic [DATA_WIDTH-1:0] inmediato;  
logic [DATA_WIDTH-1:0] inmediato_jal;  
logic [11:0] immediate;
logic [19:0] immediate_jal;
wire [2:0] field_3 = inst[14:12];
always @* begin
        case (inst[6:0])   
            7'b0000011, 7'b0010011 : begin    
                if (field_3==3'b001 || field_3==3'b101) begin immediate=inst[24:20]; immediate_jal=0; end 
                else begin immediate =inst[31:20]; immediate_jal=0; end
            end
            7'b0100011: begin   
                immediate={inst[31:25],inst[11:7]};
                immediate_jal=0;
            end
            7'b1100011:  begin   
                immediate={inst[31],inst[7],inst[30:25],inst[11:8],1'b0};
                immediate_jal=0;
            end
            7'b1101111: begin  
                immediate_jal={inst[31],inst[19:12],inst[20],inst[30:21],1'b0};
                immediate=0;
            end
            7'b1100111: begin  
                immediate={inst[31:20]}; 
                immediate_jal=0;
            end
            default: begin immediate=0; immediate_jal=0;
            end
        endcase
        inmediato=$signed(immediate);
        inmediato_jal=$signed(immediate_jal);
end
assign immediate_gen=$signed(inmediato | inmediato_jal);
endmodule
### /design/flow/run.sh
#!/bin/bash
# OpenROAD 26Q1-2900-gdf79404cd8, Yosys 0.63+post, stock flow scripts
make -C /OpenROAD-flow-scripts/flow DESIGN_CONFIG=/design/flow/config.mk WORK_HOME=/design/flow/orfs finish
### /design/flow/config.mk
export PLATFORM = sky130hd
export DESIGN_NAME = imm_gen
export DESIGN_NICKNAME = imm_gen
export VERILOG_FILES = /design/flow/design.v
export SDC_FILE = /design/flow/constraint.sdc
export NUM_CORES = 4
export LEC_CHECK = 1
export CORE_AREA = 10 10 70 70
export DIE_AREA = 0 0 80 80
### /design/flow/constraint.sdc
current_design imm_gen

set clk_period 3.4
set clk_io_pct 0.2

create_clock -name clk0 -period $clk_period

set non_clock_inputs [all_inputs -no_clocks]
set_input_delay [expr $clk_period * $clk_io_pct] -clock clk0 $non_clock_inputs
set_output_delay [expr $clk_period * $clk_io_pct] -clock clk0 [all_outputs]
==> notes.md <==
run results: status finished clean, Final Hold Vio Count 0, Mapped Cells 53, Worst setup EP type output pin, DR vias/cell ~3.9, hpwl dp 1980 µm, Core Rows 21, post-route insts no fill 158, Worst Tran Pin Value 0.353 ns, yosys xor share 0, comb area leader AND-OR/OR-AND gates, largest net degree at the start of global routing 14, Worst EP required 2.72 ns, floorplan core density 0.116, initial antenna violation count 0, ys cells 53, Max-Cap Viols 0, first-pass GRT wire length 3330 µm, Register Area 0 µm², Peak VDD IR 31.6 µV, Top cells by area buf_4 (23%), a21o_1 (17%), nor2b_1 (9.5%), post-synthesis average cell area between 7 and 8 µm², Pre-antenna DRT Iters 2, Chip Area, Yosys 397 µm², Final Max Tran Viols 0, Arr. time, crit path around 2.6 ns, Pwr Density 66.7 nW/µm², RSZ-0062 raised after global routing false, crit path max fanout 13, worst min path class input pin to output pin, area grow syn2layout 181%, core area 3420 µm², fillers about 360, AO/OA Area Share 0.426, # DRC 0, relative slew slack 0.763, fmax 303 MHz, Post-DP Area 1070 µm², WL/cell 14.4 µm, sequential cell count 0, CLK BUF 0, simple-gate portion of the synthesized area 0.297, Post-synth top cells buf_4 (12), a21o_1 (9), nor2b_1 (6), a22o_1 (4), Setup-failing EPs final 0, period utilization 0.971, WS Path Type input pin to output pin, Inst Count DP 158, die area 6400 µm², I/O pin count 64, Yosys Warn Count 1, die height 80 µm, vias in the first global route ~690, count leader, synth buf_4, final instance area 1110 µm², via count 617, Leakage about 0.46 nW, post-route ant nets 0, RePlAce Congestion 0.773, mux frac, synth 0.0284, antenna cell count 0, Synth Cell Area 397 µm², synth unique cells 23, DRT iter0 DRCs 29, dominant cell type by area after synthesis buf_4, CP startpoint kind input pin, register area share after synthesis 0, fa+ha+maj area frac 0, worst hold slack 2.27 ns, final global-route overflow total 0, # hold bufs at CTS 0, Period minus WS final 3.30 ns, Log Warnings 32, PortBufs approximately 64, Fin Setup TNS 0 ns, GRT Util Overall 0.0642, MI comb area 338 µm², Yosys top cell area share 0.227, layout cells sized above 1 0.152, Die W 80 µm, Post-Route WL approximately 2300 µm
-- power breakdown --
part | leakage, nW | total (W) | switching [W] | internal, W
combinational | 0.462 | 0.0000743 | 0.0000215 | 0.0000528
clock | 0 | 0 | 0 | 0
sequential | 0 | 0 | 0 | 0
-- metal layers --
layer,track usage,wire (µm)
met5,0,0
met4,0,0
met3,0.0318,247
met2,0.122,1210
met1,0.0646,824
-- cells by family after synthesis --
| family | Yosys count |
|---|---|
| AND/OR/NAND/NOR | 19 |
| multiplexers | 1 |
| buffers and inverters | 14 |
| AND-OR/OR-AND | 19 |
-- worst max-delay path, stage by stage --
cell and delay (ns):
clkdlybuf4s50_1 0.54, and4b_2 0.29, and3_4 0.20, and2_1 0.14, a21o_1 0.16, buf_12 0.13
clkdlybuf4s50_1 0.47
-- stage by stage --
stage / total power [W] / utilization / setup slack (ns)
after floorplan: 0.0000135 / - / 0.829
after global placement: 0.0000699 / 0.314 / 0.0252
after detailed placement: 0.0000701 / 0.314 / 0.000832
after CTS: 0.0000712 / 0.316 / 0.0367
after global routing: 0.0000796 / 0.326 / 0.0134
final: 0.0000743 / 0.326 / 0.0996
-- area by class of cell --
| class | instances | area share |
|---|---|---|
| Timing Repair Buffer | 72 | 0.642 |
| Multi-Input combinational cell | 39 | 0.303 |
| Tap cell | 46 | 0.0516 |
| Inverter | 1 | 0.00337 |
-- layout by cell type (no fill, tap or decap), drive strengths merged, types with 2 or more instances in the layout --
master	n
nand2	2
clkdlybuf4s50	63
nor2	2
buf	8
a21o	9
a22o	4
nand3	2
nor2b	6
-- worst paths after layout --
path,start,to,slack [ns],depth (start not counted)
setup / recovery,inst[0],immediate_gen[19],0.1,7
hold / removal,inst[30],immediate_gen[10],2.27,3
-- repair_timing --
item / CTS / global route
endpoints found under the setup margin: 3 / 21
setup buffers: 0 / 0
hold endpoints to repair: 0 / 0
gates cloned: 0 / 0
pin swaps: 0 / 1
gates resized: 1 / 7
No activity file was given, so power comes from the tool's default toggle rates.
