<file path="flow/constraint.sdc">
current_design ALU

set clk_period 13.9
set clk_io_pct 0.2

create_clock -name clk0 -period $clk_period

set non_clock_inputs [all_inputs -no_clocks]
set_input_delay [expr $clk_period * $clk_io_pct] -clock clk0 $non_clock_inputs
set_output_delay [expr $clk_period * $clk_io_pct] -clock clk0 [all_outputs]
</file>
<file path="flow/config.mk">
export PLATFORM = sky130hd
export DESIGN_NAME = ALU
export DESIGN_NICKNAME = ALU
export VERILOG_FILES = /design/flow/design.v
export SDC_FILE = /design/flow/constraint.sdc
export NUM_CORES = 4
export LEC_CHECK = 1
export CORE_UTILIZATION = 50
</file>
<file path="flow/run.sh">
#!/bin/bash
# OpenROAD 26Q1-2900-gdf79404cd8, Yosys 0.63+post, stock flow scripts
make -C /OpenROAD-flow-scripts/flow DESIGN_CONFIG=/design/flow/config.mk WORK_HOME=/design/flow/orfs finish
</file>
<file path="flow/design.v">
module ALU #(parameter DATA_WIDTH=32)(
    input logic [DATA_WIDTH-1:0] data_rs1,
    input logic [DATA_WIDTH-1:0] source_2,
    input logic [3:0] op,                   
    output logic [DATA_WIDTH-1:0] ALU_result                     
);
always_comb begin      
    case(op)
        4'b0010 : ALU_result = data_rs1 + source_2;   
        4'b0110 : ALU_result = data_rs1 - source_2;   
        4'b0000 : ALU_result = data_rs1 & source_2;   
        4'b0001 : ALU_result = data_rs1 | source_2;  
        4'b0011 : ALU_result = data_rs1 ^ source_2;  
        4'b1000 : ALU_result = data_rs1 >> source_2;  
        4'b1001 : ALU_result = data_rs1 << source_2;  
        4'b1010 : ALU_result = $signed(data_rs1) >>> source_2;  
        4'b1100 : ALU_result = ($signed(data_rs1) < $signed(source_2)) ? 32'd1 : 32'd0;   
        4'B1110 : ALU_result = (data_rs1 < source_2) ? 32'd1 : 32'd0;   
        default: ALU_result = data_rs1 + source_2;
    endcase
end
endmodule
</file>
==> impl_metrics.ini <==
; flow metrics
[power]
powerDensity_nw_per_um2 = 39.3
switching_share_pct = 60.1
leakagePower_nw = 4.22
power.net_switching_uw = 252
proportion_of_power_drawn_by_flip_flops_and_latches_pct = 0
proportion_of_power_drawn_by_combinational_gates_pct = 100.0
post-layout-total-power_uw = 420
p_int_uw = 168
worst_ir_drop_vdd_mv = 0.0218
power.share.clock_pct = 0

[worst_setup_path]
cp_slowest_stage_delay_ps = 740
cp.arrival_ps = 7780
crit_path_max_fanout = 37
crit_path_start = source_2[4]
start_kind = input pin
endpoint = ALU_result[0]
cpMostUsedCell = sky130_fd_sc_hd__clkdlybuf4s50_1
crit_required_ps = 11120
cpMaxStageDelayCell = sky130_fd_sc_hd__a2111oi_0
timing_worst_setup_path_type = in -> out
critPathCaptureType = output port
timing.critical_path.cells = clkdlybuf4s50_1 > buf_4 > inv_1 > ha_1 > nor2b_1 > a211oi_1 > o2111ai_1 > nand4_1 > nand2_1 > a221oi_2 > o31ai_2 > a2111oi_0 > a2111o_1 > clkdlybuf4s50_1

[die]
num_rows = 50
boundaryPins = 100
overall_die_width_microns = 141
core_sq_um = 18800
fp_util_pct = 51.1
floorplan.die_area_sq_um = 19800
die_y_microns = 141

[global_route]
grt_antenna_before_repair = 1
grt_first_pass_wirelength_microns = 71000
grt_use_total_pct = 48.9
via_count_of_the_first_global_routing_pass = 11200
grt_max_degree = 76
grt_overflow_total = 0

[route]
drcViolationCount = 0
detailedRoute.firstPassIterationCount = 9
vias_per_cell = 7.35
post_drt_wl_per_cell_microns = 28.0
detail_route.wirelength_microns = 48000
drtAntennaViolNets = 0
routed_vias = 12600
dr.first_iter.drc_count = 1650

[final_layout]
num-fill-cells = 1834
sequential_cell_total = 0
final.clkbuf_count = 0
area.growth.synth_to_final_pct = 11.2
flop_area_sq_um = 0
fin_util_pct = 56.9
layout_cells_sized_above_1_pct = 7.84
final_cell_count_no_fill = 1715

[timing]
finalMaxSlewViolations = 0
worst_slack_ps = 3340
unrepaired_setup_endpoints_after_global_routing = no
tightestPinTransition_ps = 1010
max_slew_margin_pct = 32.1
post-route-period-util_pct = 76.0
hold_viol = 0
min_period_ps = 10560
setup_violations = 0
totalNegativeSetupSlack_ps = 0
clock.fmax_ghz = 0.0947

[logic_synthesis]
synth_area_sq_um = 9600
synth_cell_type_count = 83
synth_cells = 1467
ys_seq_share_pct = 0
syn-mean-instance-area_sq_um = 6.54
synthesis.yosys.warnings = 1
ys_cells = 1467
yosysChipArea_sq_um = 9600

[placed_design]
place_inst = 1714
post-place-ws_ps = 3480
place.gp.congestion = 1.12
dp_hpwl_microns = 36700
port-buffer-count = 100

[clock_network]
cts.repair.resized = 0
post_cts_hold_buffer_count = 0
buffers_inserted_during_post_cts_setup_optimization = 0

[worst_hold_path]
hp-class = in -> out
timing.hold.worst.start = source_2[3]

[run]
stage_log_warnings = 97
timing.max_cap.violations = 0

[run_status]
run_status = complete, no violations
## logic make-up after synthesis
family          synth area share, %
buf+inv                        9.22
fa+ha+maj                      12.9
compound gates                 39.1
mux                            14.5
xor+xnor                      0.548
simple gates                   23.7
## metrics by stage
stage	hold WS [ps]	instance area [sq um]
2_1_floorplan	5860	9600
3_3_place_gp	6770	10700
3_5_place_dp	6730	10700
4_1_cts	6730	10700
5_1_grt	6870	10700
6_report	6810	10700
## layout make-up
type | instances | area (sq um) | share of cell area [%]
Antenna cell | 1 | 2.50 | 0.0234
Tap cell | 234 | 293 | 2.74
Inverter | 100 | 375 | 3.52
Timing Repair Buffer | 138 | 1270 | 11.9
Multi-Input combinational cell | 1242 | 8740 | 81.8
## worst min path at each step
stage     cells past startpoint            end  slack (ps)
4_1_cts                       7  ALU_result[1]        6730
5_1_grt                       7  ALU_result[1]        6870
6_report                      7  ALU_result[1]        6810
## power by group through the flow
| stage | logic (mW) | clock network, mW | registers [mW] |
|---|---|---|---|
| after global routing | 0.447 | 0.0000000170 | 0 |
| final | 0.420 | 0.0000000128 | 0 |
| after CTS | 0.403 | 0 | 0 |
## critical path, delay by kind of cell
kind / cells / cell delay [ps]
AOI/OAI and AO/OA: 6 / 2260
and+or+nand+nor: 3 / 390
buffers and inverters: 4 / 1750
adders and majority gates: 1 / 580
## placed cells by master (no fill, tap or decap), types with 9 or more instances in the layout
cell type	count
sky130_fd_sc_hd__a221o_1	9
sky130_fd_sc_hd__o21ai_0	103
sky130_fd_sc_hd__buf_4	39
sky130_fd_sc_hd__a21o_1	12
sky130_fd_sc_hd__nor3_1	38
sky130_fd_sc_hd__o2111ai_1	14
sky130_fd_sc_hd__a31oi_1	13
sky130_fd_sc_hd__a221oi_1	26
sky130_fd_sc_hd__mux2i_1	50
sky130_fd_sc_hd__a211oi_1	35
sky130_fd_sc_hd__mux4_2	30
sky130_fd_sc_hd__o221ai_1	13
sky130_fd_sc_hd__a21oi_1	134
sky130_fd_sc_hd__o22ai_1	18
sky130_fd_sc_hd__nand2b_1	18
sky130_fd_sc_hd__inv_1	97
sky130_fd_sc_hd__nor4_1	25
sky130_fd_sc_hd__ha_1	96
sky130_fd_sc_hd__o21bai_1	14
sky130_fd_sc_hd__nand3_1	25
sky130_fd_sc_hd__mux2_2	19
sky130_fd_sc_hd__o31ai_1	14
sky130_fd_sc_hd__nor2b_1	15
sky130_fd_sc_hd__a22oi_1	14
sky130_fd_sc_hd__a2111oi_0	14
sky130_fd_sc_hd__and2_1	11
sky130_fd_sc_hd__nor2_1	170
sky130_fd_sc_hd__clkdlybuf4s50_1	96
sky130_fd_sc_hd__nand2_1	137
sky130_fd_sc_hd__o211ai_1	33
## synthesized netlist by cell type, types with 9 or more instances
| master | number | area share, % |
|---|---|---|
| sky130_fd_sc_hd__nor3_1 | 38 | 2.0 |
| sky130_fd_sc_hd__o21ai_0 | 103 | 5.4 |
| sky130_fd_sc_hd__a21oi_1 | 134 | 7.0 |
| sky130_fd_sc_hd__o211ai_1 | 33 | 2.6 |
| sky130_fd_sc_hd__o31ai_1 | 14 | 1.1 |
| sky130_fd_sc_hd__o2111ai_1 | 14 | 1.3 |
| sky130_fd_sc_hd__a211oi_1 | 35 | 2.7 |
| sky130_fd_sc_hd__mux2i_1 | 50 | 5.2 |
| sky130_fd_sc_hd__nand2_1 | 137 | 5.4 |
| sky130_fd_sc_hd__mux4_2 | 30 | 7.0 |
| sky130_fd_sc_hd__o21bai_1 | 14 | 1.1 |
| sky130_fd_sc_hd__a22oi_1 | 14 | 1.1 |
| sky130_fd_sc_hd__o22ai_1 | 18 | 1.2 |
| sky130_fd_sc_hd__buf_2 | 20 | 1.0 |
| sky130_fd_sc_hd__nand2b_1 | 18 | 1.2 |
| sky130_fd_sc_hd__a2111oi_0 | 14 | 1.3 |
| sky130_fd_sc_hd__nor4_1 | 26 | 1.7 |
| sky130_fd_sc_hd__nor2_1 | 171 | 6.7 |
| sky130_fd_sc_hd__a21o_1 | 12 | 0.94 |
| sky130_fd_sc_hd__nor2b_1 | 15 | 0.98 |
| sky130_fd_sc_hd__inv_1 | 97 | 3.8 |
| sky130_fd_sc_hd__nand3_1 | 25 | 1.3 |
| sky130_fd_sc_hd__mux2_2 | 19 | 2.2 |
| sky130_fd_sc_hd__buf_1 | 18 | 0.70 |
| sky130_fd_sc_hd__clkbuf_1 | 84 | 3.3 |
| sky130_fd_sc_hd__a221oi_1 | 26 | 2.4 |
| sky130_fd_sc_hd__o221ai_1 | 13 | 1.2 |
| sky130_fd_sc_hd__a221o_1 | 9 | 0.94 |
| sky130_fd_sc_hd__a31oi_1 | 13 | 0.85 |
| sky130_fd_sc_hd__ha_1 | 96 | 13 |
| sky130_fd_sc_hd__and2_1 | 11 | 0.72 |
## routing by layer
metal  share of wire [%]  track usage, %
met1                  40            68.8
met2                  39            66.2
met3                  16            20.0
met4                 4.8            18.8
met5                   0               0
Power and IR drop assume default switching activity.
